File: design/flow/run.sh
#!/bin/bash
# OpenROAD 26Q1-2900-gdf79404cd8, Yosys 0.63+post, stock flow scripts
make -C /OpenROAD-flow-scripts/flow DESIGN_CONFIG=/design/flow/config.mk WORK_HOME=/design/flow/orfs finish
File: design/flow/design.v
module quote_tx  
  (
   input        clk,
   input [1:8]  a_data,
   input        a_send,
   output       a_busy,
   output [1:8] b_data,
   output       b_send,
   input        b_busy);
   localparam Idle = 0;
   localparam Send1 = 1;
   localparam Send2 = 2;
   reg [1:8]    data;
   reg [1:2]    mode;
   always @(posedge clk) data = xdata;
   always @(posedge clk) mode = xmode;
   wire [1:8]   xdata = a_send ? a_data : data;
   wire [1:2]   xmode = 
                (mode==Idle) ? (a_send ? Send1 : mode) :
                (mode==Send1) ? (!b_busy ? Send2 : mode) :
                (mode==Send2) ? (!b_busy ? Idle : mode) :
                Idle;
   wire [1:4]   nib1 = data[1:4];
   wire [1:4]   nib2 = data[5:8];
   wire [1:8]   oh = "0";
   wire [1:8]   ay = "a";
   wire [1:8]   char1 = nib1 + ((nib1 > 9) ? ay-10 : oh);
   wire [1:8]   char2 = nib2 + ((nib2 > 9) ? ay-10 : oh);
   assign b_data = (mode==Send1) ? char1 : char2;
   assign b_send = (mode==Send1) | (mode==Send2);
   assign a_busy = !(mode==Idle);
endmodule
File: design/flow/constraint.sdc
current_design quote_tx

set clk_period 2.2
set clk_io_pct 0.2

create_clock -name clk0 -period $clk_period [get_ports {clk}]

set non_clock_inputs [all_inputs -no_clocks]
set_input_delay [expr $clk_period * $clk_io_pct] -clock clk0 $non_clock_inputs
set_output_delay [expr $clk_period * $clk_io_pct] -clock clk0 [all_outputs]
File: design/flow/config.mk
export PLATFORM = sky130hd
export DESIGN_NAME = quote_tx
export DESIGN_NICKNAME = quote_tx
export VERILOG_FILES = /design/flow/design.v
export SDC_FILE = /design/flow/constraint.sdc
export NUM_CORES = 4
export LEC_CHECK = 1
export CORE_AREA = 10 10 70 70
export DIE_AREA = 0 0 80 80
==> run_results.csv <==
group,metric,value,unit
final_timing,finalWorstPathRequiredPeriod,2.16,ns
route,post-route-drc-count,0,
die,fp.coreArea,3420,sq um
route,drtIter0Drc,8,
clock_tree,cts.path.max_buffers,2,
die,dieArea,6400,sq um
final_timing,period_used_share,98.2,%
worst_hold_path,holdPathEnd,"data[8]$_DFFE_PP_",
worst_setup_path,timing.rr.start,"mode[1]$_SDFFCE_PP0P_",
final_timing,report.final.slew_viol_count,0,
grt,track_usage,4.12,%
synthesis,postSynthCellCount,55,
worst_hold_path,hold_path_startpoint,"a_data[8]",
synthesis,ys_area,618,sq um
worst_setup_path,reg2reg_to,"mode[1]$_SDFFCE_PP0P_",
clock_tree,numClockSinks,10,
worst_setup_path,cp_max_fo,2,
worst_setup_path,start_kind,"flop",
synthesis,synthesis.area,618,sq um
route,drt-vias-per-instance,3.60,
grt,grt_overflow,0,
run,warning_count,29,
synthesis,yosysSeqAreaShare,48.6,%
final_timing,hold_viol,0,
synthesis,syn_area_per_cell,11.2,sq um
die,die_w,80,microns
worst_setup_path,reg2reg_slack,0.79,ns
final_layout,fillers,360,
run,drv_cap,0,
power,power_density,774,nW/um^2
grt,grt_pass1_vias,558,
worst_setup_path,worstPathRequired,1.76,ns
die,die_h,80,microns
final_layout,area_growth,68.6,%
grt,grt_max_degree,10,
clock_tree,cts_root_buf,"clkbuf_4",
clock_tree,cts_inserted_buffers,3,
worst_setup_path,critical_path_class,"reg2out",
route,vias,490,
synthesis,numSynthFlops,10,
final_timing,finalSetupTns,0,ns
final_layout,utilization,30.5,%
die,fp-row-count,21,
worst_setup_path,cp_slowest_cell,"edfxtp_1",
synthesis,yosys_warnings,1,
worst_setup_path,end_kind,"output port",
clock_tree,htree_levels,1,
place,portBuffers,18,
die,top_level_ports,21,
final_timing,finClkSkew,0.00000469,ns
clock_tree,cts_tree,"done",
worst_hold_path,hold_class,"in2reg",
worst_setup_path,slowest_delay,0.39,ns
power,ir_drop,321,uV
route,n_antenna_cell,0,
route,ant_nets,0,
worst_setup_path,r2r_cells,5,
place,finalWeightedCongestion,0.759,
route,drt-wirelength-per-cell,9.63,microns
final_timing,rsz0062_at_grt,"true",
synthesis,ys_cells,55,
synthesis,ys_types,25,
grt,antenna_found_initial,0,
route,wl,1310,microns
worst_hold_path,holdPathStages,1,
worst_setup_path,path_cells,"o21a_2, buf_6, xor2_2, ha_4, mux2_4, buf_2",
clock_tree,clock.latency.late_pin,0.25,ns
die,fp_util,18.1,%
clock_tree,path_clk_slew,0.06,ns
power,power.leakage,0.434,nW
worst_setup_path,worstPathArrival,1.72,ns
worst_setup_path,cp_top_family,"flip-flops",
run_status,status,"finished clean",
route,first_pass_iters,4,
final_layout,drive_above_1_share,40.0,%
place,dp_hpwl,1110,microns
worst_setup_path,path_buffers,2,
final_timing,finalSetupViolations,0,
grt,grt_pass1_wl,2210,microns
final_timing,max_freq,0.463,GHz
cell type report:
class / count / area [sq um] / share of cell area, %
Multi-Input combinational cell: 37 / 350 / 33.6
Sequential cell: 10 / 300 / 28.8
Timing Repair Buffer: 34 / 289 / 27.7
Tap cell: 46 / 57.6 / 5.52
Clock buffer: 3 / 22.5 / 2.16
Inverter: 5 / 18.8 / 1.80
Clock inverter: 1 / 3.75 / 0.360
metrics by stage:
stage	power (mW)	area, sq um	setup slack [ns]	hold slack [ns]	std cells
global route	0.885	1040	-0.0601	0.726	136
floorplan	0.429	618	0.456	0.539	55
global placement	0.670	926	-0.0356	0.760	128
finish	0.807	1040	0.0404	0.743	136
detailed placement	0.675	926	-0.0713	0.782	128
CTS	0.819	1020	-0.0943	0.730	135
worst register-to-register path, delay by kind of cell, from the launching register on:
| family | cells | cell delay [ns] |
|---|---|---|
| AOI/OAI and AO/OA | 1 | 0.07 |
| adders and majority gates | 1 | 0.17 |
| buffers and inverters | 2 | 0.25 |
| DFF | 1 | 0.39 |
| muxes | 1 | 0.29 |
cells by family after synthesis:
family	count (synthesis)	share of synthesized area, %
xor+xnor	3	4.25
fa+ha+maj	5	10.1
flops	10	48.6
buf+inv	8	6.27
other cells	2	1.22
compound gates	12	13.6
simple gates	12	10.7
mux	3	5.26
flip-flops by register name (all words and copies together) (netlist names):
signal	flops
mode	2
data	8
layout by cell type, fill, tap and decap left out, types with 2 or more instances in the layout:
cell             instances
nor2_1                   2
xnor2_1                  2
inv_1                    5
ha_1                     2
edfxtp_1                10
dlygate4sd2_1            2
o21ai_0                  2
clkbuf_4                 3
clkbuf_2                 2
nand2b_4                 2
nand2_1                  2
o22ai_2                  2
ha_4                     2
clkdlybuf4s50_1         12
conb_1                   2
buf_4                   15
synth_stat cells (all sizes together):
| cell type | n | share of area [%] |
|---|---|---|
| o22ai | 3 | 3.0 |
| nand2 | 3 | 1.8 |
| o211ai | 1 | 1.2 |
| o21ai | 4 | 3.8 |
| buf | 3 | 3.2 |
| mux2i | 1 | 1.6 |
| xnor2 | 2 | 2.8 |
| ha | 5 | 10 |
| nand2b | 3 | 3.0 |
| xor2 | 1 | 1.4 |
| a311o | 1 | 1.6 |
| mux2 | 2 | 3.6 |
| nand3b | 1 | 1.2 |
| inv | 5 | 3.0 |
| conb | 2 | 1.2 |
| nor2 | 2 | 1.2 |
| nor2b | 1 | 1.0 |
| o21a | 2 | 2.6 |
| and2 | 1 | 1.0 |
| edfxtp | 10 | 49 |
| o31ai | 1 | 1.2 |
| or3b | 1 | 1.4 |
report_power, final:
group / switching [mW] / total, mW / internal [mW]
sequential: 0.0228 / 0.277 / 0.254
clock: 0.0528 / 0.118 / 0.0650
combinational: 0.148 / 0.412 / 0.264
worst max path at each step:
stage / from / end / slack (ns) / depth (start not counted)
after global routing: data[5]$_DFFE_PP_ / b_data[6] / -0.06 / 7
final: data[2]$_DFFE_PP_ / b_data[7] / 0.04 / 6
after CTS: data[3]$_DFFE_PP_ / b_data[6] / -0.09 / 7
repair_timing:
item,4_1_cts,5_1_grt
gates resized,18,8
hold buffers,0,0
setup buffers,3,1
pin swaps,8,5
setup endpoints to repair,5,3
layer usage:
metal	wire length [microns]	global-route usage, %
met4	0	0.528
met5	0	0
met3	146	3.07
met1	679	5.36
met2	482	5.46
Power and IR drop assume default switching activity.
