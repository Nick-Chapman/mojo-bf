`flow/config.mk`:
```
export PLATFORM = sky130hd
export DESIGN_NAME = mem_real_adaptor
export DESIGN_NICKNAME = mem_real_adaptor
export VERILOG_FILES = /design/flow/design.v
export SDC_FILE = /design/flow/constraint.sdc
export NUM_CORES = 4
export LEC_CHECK = 1
export CORE_AREA = 10 10 70 70
export DIE_AREA = 0 0 80 80
```
`flow/constraint.sdc`:
```
current_design mem_real_adaptor

set clk_period 2.9
set clk_io_pct 0.2

create_clock -name clk0 -period $clk_period [get_ports {clk}]

set non_clock_inputs [all_inputs -no_clocks]
set_input_delay [expr $clk_period * $clk_io_pct] -clock clk0 $non_clock_inputs
set_output_delay [expr $clk_period * $clk_io_pct] -clock clk0 [all_outputs]
```
`flow/design.v`:
```
module mem_real_adaptor #(parameter logsize = 1)
   (
    input             clk,
    output [56:0]     memOut,
    input [33:0]      memIn,
    input             init,
    input [1:logsize] addr,
    input [1:8]       wdata,
    input             wselect,
    input             doit,
    output            busy,
    output            rvalid,
    output [1:8]      rdata
    );
   localparam Init = 0;
   localparam Run = 1;
   always @(posedge clk) mode = xmode;
   always @(posedge clk) icount = xicount;
   reg                mode;
   wire               isInit = (mode==Init);
   wire               xmode = isInit
                      ? (&icount ? Run : Init) 
                      : (init ? Init : Run);
   reg [1:logsize]    icount;
   wire [1:logsize]   xicount = 
                      isInit 
                      ? (mem_busy ? icount : icount + 1)
                      : 0;
   wire [1:logsize]   mem_sig_addr  = isInit ? icount    : addr;
   wire [1:8]         mem_sig_wdata = isInit ? 8'b0      : wdata;
   wire               mem_doit      = isInit ? !mem_busy : doit;
   wire               mem_wselect   = isInit ? 1'b1      : wselect;
   wire [1:23]        mem_addr = {{23-logsize{1'b0}}, mem_sig_addr};
   wire [1:32]        mem_wdata = {mem_sig_wdata, 24'b0};  
   assign memOut   = {mem_wselect, mem_addr, mem_doit, mem_wdata};
   wire               mem_busy = memIn[33];
   assign busy     = mem_busy | isInit | mywait!=0 ;
   assign rvalid   = memIn[32];
   assign rdata    = memIn[31-:8];  
   always @(posedge clk) mywait = xmywait; 
   reg [1:7]          mywait;
   wire [1:7]         xmywait = doit ? 50 : mywait==0 ? 0 : mywait-1;
endmodule 
```
`flow/run.sh`:
```
#!/bin/bash
# OpenROAD 26Q1-2900-gdf79404cd8, Yosys 0.63+post, stock flow scripts
make -C /OpenROAD-flow-scripts/flow DESIGN_CONFIG=/design/flow/config.mk WORK_HOME=/design/flow/orfs finish
```
==> results.txt <==
This memo summarizes the results of the implementation run.

Run status
The flow ran to the end, and the final reports show no timing, DRC or antenna violations.

Floorplan
The vertical extent of the die is 80 um. The die extent in x is 80 um. The area enclosed by the die boundary is 6400 um2.

In this run the core area contains 21 standard-cell rows. The floorplan report gives the top-level pin count as 114. For this configuration, the core starts out at a cell density of 26.52%. In this run the standard cell core region covers 3416 um2.

GRT
The initial antenna violation count is 0. The global-route congestion overflow total is 0. The first global-routing pass estimated 2587 um of wire. Entering global routing, the biggest net connects 17 pins. The via count of the first global-routing pass is 583.

Overall routing resource usage recorded by global route was 4.690%.

Detailed routing
The total routed wire length on the met1 layer is 799 um. The detailed-routing iteration count for the pre-antenna-repair pass is 2. The number of diodes added for antenna fixing is 0. The routed length on met3 is 152 um. The DRC violation total left in the routed layout is recorded as 0. For this block, the initial DRC count from the detailed router was 12. The detail-routed via count per cell is 3.326.

Summed over all nets, wire length on met2 after detailed routing comes to 899 um. The remaining antenna violation count is 0. The wire length per cell is 10.76 um. The detailed router placed 572 vias in this run. The detailed router used layers up to and including met3. After detailed routing, the total wire length is 1850 um.

Power and ir drop
Overall power consumption after layout is estimated at 0.0004698 W. For this design the ratio of total power to cell area is 484.5 nW/um2. The maximum VDD drop is 0.2080 mV. The analysis attributes to cell leakage a power of 0.4509 nW.

Final timing
Of the available clock period, the critical path in the final layout requires 86.03%. For reference, the final report shows the hold violation count at 0. Static timing analysis puts the maximum clock frequency at 0.4008 GHz. The final critical path time including I/O delays and setup is 2.495 ns. The total setup violations reported at the end of the flow is 0. The clock skew after layout is 0.001774 ns. Summed over all failing endpoints, the final setup total negative slack is 0 ns.

The worst setup slack after layout is 0.4051 ns. The final max-slew violation count recorded for this run is 0. Setup repair after global routing left no endpoint under its margin.

Placement
Per the gpl log, the routability congestion estimate is 0.7109. In this run the tool buffered the top-level ports with 25 buffer cells. Setup slack on the worst path after placement came out at 0.5556 ns.

The placed wire-length estimate after detailed placement is 1616 um. In this run, placement finished with an instance count of 168.

Flow run
The number of maximum-capacitance violations recorded for the run is 0. In this run the tools logged warnings totalling 50.

Final layout
The most common logic cells in the final layout are sky130_fd_sc_hd__conb_1 (46), sky130_fd_sc_hd__clkdlybuf4s50_1 (25), sky130_fd_sc_hd__dfxtp_1 (9). Cells fill 28.39% of the core in the end. The layout summary lists the proportion of cells stronger than drive strength 1 as 4.762%.

The flow measured a signed area growth from synthesis to layout of 7.044%. For this run, the number of standard cells in the final layout without fillers is 172. The highest-count logic cell in the final layout is sky130_fd_sc_hd__conb_1.

Yosys
The synthesis warning total is 1. The sequential fraction of the synthesis area is 19.89%. The biggest area contributor in the post-synthesis netlist is sky130_fd_sc_hd__buf_4. The post-synth design cell area is 905.9 um2. The synthesized flop and latch total is 9. The main area contributors are sky130_fd_sc_hd__buf_4 (48%), sky130_fd_sc_hd__dfxtp_1 (20%), sky130_fd_sc_hd__and2_1 (5.5%), sky130_fd_sc_hd__ha_1 (2.8%), sky130_fd_sc_hd__xnor2_1 (1.9%). Yosys mapped the design onto 30 distinct sky130hd cell types.

The cell count after synthesis is 112. The synth_stat.txt file lists the number of cells as 112. The share of the synthesized area in the top cell type is 48.07%. The yosys-reported design area after synthesis is 905.9 um2. Each instance of the synthesized netlist takes up on average 8.088 um2.

Setup path
STA classifies the critical path startpoint as a register. The endpoint type of the worst setup path is an output port. The critical path data required time is 2.32 ns. The reg2reg setup slack is 1.39 ns. Per the timing report, the biggest fanout along the worst path comes to 6. The arrival time of data at the worst endpoint is listed as 1.91 ns.

Looking at the setup timing report, the critical path kind is reg2out.

Clocking
The number of H-tree levels is 1. Per the skew report, the later register of the worst-skew pair sees a clock latency of 0.26 ns. The CTS tree is done.

The number of buffers inserted by hold repair at cts is 0. Counting along the longest clock path gives a buffer depth of 2. TritonCTS reports the number of clock sinks as 9. Gates resized during post-CTS repair numbered 0. Once the clock tree was built, the setup fixing pass inserted 0 buffers. The clock tree root driver cell is sky130_fd_sc_hd__clkbuf_4. Buffers inserted during clock tree synthesis total 3. The timing report gives the clock slew at the launch and capture registers of the worst setup and hold paths as 0.06 ns.

Min path
According to the hold report, the worst path is of the reg2reg type.
[cell usage after synthesis]
master,n
sky130_fd_sc_hd__buf_4,58
sky130_fd_sc_hd__dfxtp_1,9
sky130_fd_sc_hd__and2_1,8
sky130_fd_sc_hd__inv_1,3
sky130_fd_sc_hd__nor3_1,3
sky130_fd_sc_hd__clkbuf_1,2
sky130_fd_sc_hd__ha_1,2
sky130_fd_sc_hd__nand2_1,2
sky130_fd_sc_hd__nor2_1,2
sky130_fd_sc_hd__o21bai_1,2
sky130_fd_sc_hd__xnor2_1,2
sky130_fd_sc_hd__a2111oi_0,1
sky130_fd_sc_hd__a211o_1,1
sky130_fd_sc_hd__a211oi_1,1
sky130_fd_sc_hd__a21oi_1,1
sky130_fd_sc_hd__and3_1,1
sky130_fd_sc_hd__buf_1,1
sky130_fd_sc_hd__conb_1,1
sky130_fd_sc_hd__mux2_2,1
sky130_fd_sc_hd__nand2b_1,1
sky130_fd_sc_hd__nand3_1,1
sky130_fd_sc_hd__nand3b_1,1
sky130_fd_sc_hd__nor3b_1,1
sky130_fd_sc_hd__nor4_1,1
sky130_fd_sc_hd__o21a_1,1
sky130_fd_sc_hd__o21ai_0,1
sky130_fd_sc_hd__o31ai_1,1
sky130_fd_sc_hd__or3_1,1
sky130_fd_sc_hd__or4_4,1
sky130_fd_sc_hd__xor2_1,1
[critical path: stages (launching register included)]
cell                              delay (ns)
sky130_fd_sc_hd__dfxtp_1                0.34
sky130_fd_sc_hd__nor4_1                 0.42
sky130_fd_sc_hd__and3_1                 0.36
sky130_fd_sc_hd__nand3b_1               0.10
sky130_fd_sc_hd__clkdlybuf4s50_1        0.44
[worst paths after layout]
check | start | endpoint | depth (start not counted)
worst max-delay path | mywait[3] | busy | 4
worst min-delay path | mywait[7] | mywait[7] | 1
worst max register to register | mywait[5] | mywait[2] | 3
worst min register to register | mywait[7] | mywait[7] | 1
[metrics by stage]
step	hold WS, ns	instance area, um2
finish	0.4899	969.7
global route	0.5451	969.7
CTS	0.4914	969.7
detailed placement	0.4777	943.4
global placement	0.4817	943.4
floorplan	0.4541	1075
[metal layers]
| metal | GRT usage, % | up-vias |
|---|---|---|
| li1 | - | 285 |
| met1 | 5.760 | 253 |
| met2 | 7.785 | 34 |
| met3 | 1.705 | 0 |
| met4 | 0.7042 | 0 |
| met5 | 0 | - |
[logic make-up (layout without fill, tap and decap cells)]
family	count (synthesis)	after routing	share of synthesized area [%]
muxes	1	1	1.243
AOI/OAI and AO/OA	9	9	7.182
and+or+nand+nor	23	23	15.06
adders and majority gates	2	2	2.762
other	1	46	0.4140
DFF	9	9	19.89
xor gates and xnor gates	3	3	2.901
buffers and inverters	64	33	50.55
[layout make-up]
type,count,area (um2)
Clock buffer,4,26.28
Fill cell,375,2446
Inverter,3,11.26
Multi-Input combinational cell,84,436.7
Sequential cell,9,180.2
Tap cell,46,57.56
Timing Repair Buffer,26,257.7
[power by group]
group          internal (W)  switching (W)
clock network     0.0000530      0.0000432
logic              0.000141      0.0000454
registers          0.000148      0.0000391
[registers in the layout (all words and copies together) (netlist names)]
register  count
mywait        7
icount        1
mode          1
Power figures rest on the tool's default switching activity, not on a simulated workload.
